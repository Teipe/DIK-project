[/design/flow/constraint.sdc]
current_design COUNTER

set clk_period 1.3
set clk_io_pct 0.2

create_clock -name clk0 -period $clk_period [get_ports {CLK}]

set non_clock_inputs [all_inputs -no_clocks]
set_input_delay [expr $clk_period * $clk_io_pct] -clock clk0 $non_clock_inputs
set_output_delay [expr $clk_period * $clk_io_pct] -clock clk0 [all_outputs]
[/design/flow/run.sh]
#!/bin/bash
# OpenROAD 26Q1-2900-gdf79404cd8, Yosys 0.63+post, stock flow scripts
make -C /OpenROAD-flow-scripts/flow DESIGN_CONFIG=/design/flow/config.mk WORK_HOME=/design/flow/orfs finish
[/design/flow/config.mk]
export PLATFORM = sky130hd
export DESIGN_NAME = COUNTER
export DESIGN_NICKNAME = COUNTER
export VERILOG_FILES = /design/flow/design.v
export SDC_FILE = /design/flow/constraint.sdc
export NUM_CORES = 4
export LEC_CHECK = 1
export CORE_AREA = 10 10 70 70
export DIE_AREA = 0 0 80 80
[/design/flow/design.v]
module COUNTER
  (
   input logic CLK, RESET,
   output [7:0] DATA
);
   always @(posedge CLK or posedge RESET) begin
      if(RESET)
	DATA  <= 0;
      else begin
	 DATA <= DATA + 1;
      end
   end
endmodule
==> out/results.ini <==
[final_timing]
finClkSkew_ns=0.00323
max_clock_freq_mhz=882
grt_setup_unrepaired=false
report.final.slew_viol_count=0
tns_ns=0
worst_pin_slew_ns=0.303
post-route-min-period_ns=1.13
setup_viol=0
period_used_pct=87.2
relSlewSlack_pct=79.8
finalHoldViolCount=0

[route]
drt_iter0_drc=0
dr_total_vias=245
wl_per_cell_um=8.01
drt_wl_total_um=729
via_per_inst=2.69
drt_pass1_iterations=1
drc=0
ant_nets=0
antenna-diode-count=0

[final_layout]
fin_area_um2=541
largest_reg_flops=8
layout-drive-gt1-share_pct=28.9
reg.largest.list=DATA x8
regMostFlops=DATA
fin_util_pct=15.8
final_cell_mix=dfrtp_1, dlygate4sd2_1, buf_4
syn_to_final_growth_pct=68.7

[clock_tree]
clkLatencyLatePin_ns=0.25
hold_buffers=0
cts_tree=built
cts_root_buffer=clkbuf_4
cts_buffers=3
cts.path.max_buffers=2
cts_num_sinks=8
cts.clk_slew.worst_paths_ns=0.05
htree_num_levels=1

[synthesis]
synth_seq_share_pct=62.5
ys_cells=25
avgSynthCellArea_um2=12.8
top_area_share_pct=62.5
yosys_warnings=3
synth.cell_area_um2=320
synthDominantAreaCellType=dfrtp_1
synth_cells=25
synthDistinctLibCells=11
area_leaders=dfrtp_1, xnor2_1, xor2_1
ys.flops=8
ys_chip_area_um2=320

[critical_path]
path_max_fanout=2
critPathArrivalTime_ns=0.87
startpoint_type=register
worstSetupPathDepth=1
path_cells=dlygate4sd2_1
critPathMaxStageDelay_ns=0.37
end_kind=output pin
crit_family=flip-flops
critical_path_class=register to output pin
r2r_setup_slack_ns=0.23
worst_path_max_delay_cell=dfrtp_1
critPathBufInv=1
reg2reg_depth=4
reg2reg_from=DATA[0]
crit_required_ns=1.04
rr_endpoint=DATA[4]

[global_routing]
grt_remaining_overflow=0
grtUsageTotal_pct=2.33
grt_first_pass_wirelength_mm=1.15
grt_start_max_net_pins=9
grt_pass1_vias=253
grt_antenna_before_repair=0

[hold_path]
hp-class=input port to async pin

[floorplanning]
dieHeight_um=80
io_pins=10
initCoreUtil_pct=9.38
coreArea_um2=3420
die_width_um=80
row_count=21
chip_area_um2=6400

[power]
leakage_nw=0.268
ir_worst_vdd_mv=0.411
power.density_nw_per_um2=810
finalPower_uw=438

[placement]
io_buffers=9
dp_hpwl_um=571
dpl_cell_area_um2=475
globalplace.congestion=0.691

[job]
maxCapViolCount=0
tool_warnings=25

[status]
status=completed

[kinds of logic (layout without fill, tap and decap cells)]
logic type               after synthesis  count (layout)  share of synthesized area [%]
adder cells (fa/ha/maj)                1               1                           3.91
AND/OR/NAND/NOR                        8               8                           14.8
buffers and inverters                  2              22                           2.34
flip-flops                             8               8                           62.5
XOR/XNOR                               6               6                           16.4
[metrics by stage]
stage | cells | hold slack, ns | worst slack [ns]
6_report | 91 | 0.252 | 0.166
5_1_grt | 91 | 0.263 | 0.111
4_1_cts | 91 | 0.255 | 0.157
3_5_place_dp | 81 | 0.470 | 0.144
3_3_place_gp | 81 | 0.464 | 0.150
2_1_floorplan | 25 | 0.0757 | 0.394
[power by group]
| part | switching, mW | internal (mW) |
|---|---|---|
| logic | 0.00486 | 0.00279 |
| registers | 0 | 0.249 |
| clock network | 0.0758 | 0.105 |
[cells in the mapped netlist]
cell     n
nand3_1  2
and3_1   1
nor3_2   1
xnor2_1  3
inv_1    2
nand2_1  2
nand3_2  1
ha_1     1
nor2_1   1
dfrtp_1  8
xor2_1   3
[worst max-delay path by stage]
stage,start,to,slack (ns)
4_1_cts,DATA[2],DATA[2],0.16
5_1_grt,DATA[2],DATA[2],0.11
6_report,DATA[1],DATA[1],0.17
[cell type report]
class | instances | area (um2)
Sequential cell | 8 | 200
Fill cell | 386 | 2880
Inverter | 2 | 7.51
Clock buffer | 3 | 22.5
Timing Repair Buffer | 17 | 140
Multi-Input combinational cell | 15 | 113
Tap cell | 46 | 57.6
[repair_timing]
action | in CTS | in global routing
endpoints found under the setup margin | 8 | 0
setup buffers | 7 | 0
resized | 8 | 0
[layer usage]
metal,track usage (%),up-vias,share of wire (%)
met5,0,-,0
met4,0.176,0,0
met3,2.84,0,20
met2,2.17,11,31
met1,3.17,113,48
li1,-,121,-
